### flow/config.mk
export PLATFORM = sky130hd
export DESIGN_NAME = ALU
export DESIGN_NICKNAME = ALU
export VERILOG_FILES = /design/flow/design.v
export SDC_FILE = /design/flow/constraint.sdc
export NUM_CORES = 4
export LEC_CHECK = 1
export CORE_AREA = 10 10 75 75
export DIE_AREA = 0 0 85 85
### flow/constraint.sdc
current_design ALU

set clk_period 1.0
set clk_io_pct 0.2

create_clock -name clk0 -period $clk_period [get_ports {clk}]

set non_clock_inputs [all_inputs -no_clocks]
set_input_delay [expr $clk_period * $clk_io_pct] -clock clk0 $non_clock_inputs
set_output_delay [expr $clk_period * $clk_io_pct] -clock clk0 [all_outputs]
### flow/design.v
interface inf(input logic clk, rst);
	logic enable;
	logic [3:0] a, b;
	logic [4:0] sum;
	modport DUT(input clk, rst, enable, a, b, output sum);
endinterface
module ALU #(
    parameter WIDTH = 4
) (
    clk,
    rst_n,
    A,
    B,
    mode,
    Y
);
  input [WIDTH-1:0] A, B;
  input [1:0] mode;
   input clk, rst_n;
  output reg [WIDTH:0] Y;
  always @(posedge clk or negedge rst_n)
    if (!rst_n) Y = 0;
    else begin
      case (mode)
        0: Y = A + B;
        1: Y = A - B;
        2: Y = A + 1;
        3: Y = B + 1;
      endcase
    end
endmodule
### flow/run.sh
#!/bin/bash
# OpenROAD 26Q1-2900-gdf79404cd8, Yosys 0.63+post, stock flow scripts
make -C /OpenROAD-flow-scripts/flow DESIGN_CONFIG=/design/flow/config.mk WORK_HOME=/design/flow/orfs finish
==> Changelog: implementation <==
### Physical design

- Status: finished, violations left
- Failing checks: negative setup slack
- Ys async rst share: 100%
- Top cells by area: dfrtp_1 24%, ha_1 14%, mux2i_1 7.7%
- Bufs on Longest Clock Path: 2
- Total Wirelength: 1430 um
- Die area: 7230 um^2
- Setup WS post-layout: -0.813 ns
- Worst VDD drop: 367 uV
- Leakage: 0.478 nW
- Vias in the first global route: 552
- End-of-flow core utilization: 25.2%
- CTS Sinks: 5
- Synthesized cell area: 523 um^2
- Tmin final: 1.81 ns
- Post-DRT Antenna Nets: 0
- Largest net degree at the start of global routing: 13
- Commonest flop: dfrtp_1
- Pre-antenna DRT Iters: 4
- Pre-CTS WS: -1.49 ns
- Pwr dens: 1080 nW/um^2
- Hpwl dp: 1230 um
- IO buf count: 16
- Max Cap Viol: 0
- GPL Wtd Cong: 0.790
- Crit. Startpoint: mode[1]
- Fraction of layout cells with a size suffix above 1: 45.9%
- Flip-flops with a built-in enable: 0
- GRT Total Usage: 3.82%
- Core Footprint: 4060 um^2
- Int Pwr: 0.812 mW
- Synth Instances: 60
- CTS tree: yes
- Synth Area per Inst: 8.72 um^2
- Post-synthesis sequential area ratio: 23.9%
- Setup_tns: -2.70 ns
- Yosys cell count: 60
- Least-Margin Pin Slew: 0.318 ns
- Per-cell routed wire length: 9.64 um
- Fp_density: 12.9%
- Drt drc: 0
- 1st-iter DRT viols: 27
- Crit start category: input port
- Final tally of setup violations: 4
- CP Capture Type: flop
- Yosys warning count: 1
- Psw: 0.294 mW
- Synthesized registers: 5
- Non-filler cells in the finished layout: 148
- Die Span Y: 85 um
- Peak Freq: 551 MHz
- Hold Path Class: in2async
- Worst relative slew slack: 78.2%
- Post-route cell area: 1020 um^2
- N_diodes: 0
- Commonest Layout Cell: buf_4
- Fin. max-slew vios: 0
- Final hold viol count: 0
- DR vias: 538
- Yosys stat area: 523 um^2
- Tool warning count: 28
- Root Buffer: clkbuf_8
- Sw frac: 26.5%
- Initial antenna violation count: 0
- Crit path required time: 1.10 ns
- Critical Path Fanout Max: 2
- Synth cell types: 26
- Logic gate share of total power: 44.7%
- Die width: 85 um
- Critical Path Sink: Y[3]$_DFF_PN0_
- Placed cells: 142
- Tcrit/Tclk final: 181%
- RSZ-0062 raised after global routing: true
- Clk network pwr share: 32.9%
- First-pass GRT wire length: 2420 um
- Via/cell ratio: 3.64
- TritonCTS Buffers: 3
- Power, Total: 1.11 mW
- Worst path arrival time: 1.91 ns
- WS Path Type: in2reg
- Clock transition at the registers of the reported paths: 0.03 ns
- Leading area contributor after synthesis: dfrtp_1
- Worst hold slack: 0.201 ns
- Area leader share: 23.9%
- I/O pin total: 17
- Area after DPL: 900 um^2
- Max reg flops: 5
- Htree depth: 1
- Row cnt: 23
- FILL cells: 431
- Area growth syn-to-layout: 95.7%
- Flop pwr share: 22.4%
- GRT overflow: 0
cells by family after synthesis:
group	synth area share [%]
AND/OR/NAND/NOR	18.9
AND-OR/OR-AND	14.6
buffers and inverters	7.89
adder cells (fa/ha/maj)	18.2
multiplexers	9.81
flip-flops	23.9
XOR/XNOR	6.70
Yosys cell counts, types with 2 or more instances:
library cell,n
o21ai_0,3
xnor2_1,3
nand2_1,2
dfrtp_1,5
ha_1,6
nor2b_1,2
nor2_1,5
mux2i_1,4
nand2b_1,3
inv_1,8
a21oi_1,4
power groups by stage:
stage | Combinational (mW) | Clock (mW) | Sequential, mW
finish | 0.494 | 0.364 | 0.248
global route | 0.548 | 0.385 | 0.251
CTS | 0.475 | 0.372 | 0.248
metal layers:
layer | track usage, % | part of all wire (%)
met4 | 1.35 | 4.0
met3 | 1.83 | 11
met5 | 0 | 0
met2 | 4.56 | 36
met1 | 5.63 | 49
critical path, stage by stage:
cell	delay [ns]
buf_6	0.09
and2b_2	0.22
mux2_4	0.32
inv_2	0.07
ha_4	0.19
nor2b_4	0.12
o21a_1	0.17
or4_4	0.40
o2111a_1	0.14
layout make-up:
cell class | instances | area [um^2] | area share (%)
clock buffers | 4 | 45.0 | 4.40
inverters | 8 | 35.0 | 3.42
multi-input cells | 46 | 443 | 43.3
flip-flops and latches | 5 | 125 | 12.2
well taps | 50 | 62.6 | 6.11
repair buffers | 35 | 313 | 30.6
worst min-delay path by stage:
stage | to | start | slack, ns
final | Y[2]$_DFF_PN0_ | rst_n | 0.20
after CTS | Y[2]$_DFF_PN0_ | rst_n | 0.21
after global routing | Y[1]$_DFF_PN0_ | rst_n | 0.23
what timing repair did:
| action | in CTS | in global routing |
|---|---|---|
| setup buffers | 3 | 1 |
| endpoints found under the setup margin | 10 | 5 |
| hold buffers | 0 | 0 |
| pin swaps | 7 | 8 |
| resized | 38 | 9 |
Power and IR drop assume default switching activity.
